==> design/flow/design.v <==
`timescale 1ns / 1ps
module uart_led_sensor_top(
    input  wire        i_Clock,     
    input  wire        i_Rst,       
    input  wire        FPGA_RXD,    
    output wire        FPGA_TXD,    
    output reg  [7:0]  o_LEDs       
);
    parameter integer CLOCK_RATE = 50_000_000;
    parameter integer BAUD_RATE  = 1_000_000;  
    localparam integer CLKS_PER_BIT = CLOCK_RATE / BAUD_RATE;
    reg [15:0] tx_cnt;
    reg [3:0]  tx_bit;
    reg [9:0]  tx_shift;
    reg        tx_line = 1'b1;
    reg        tx_busy = 1'b0;
    reg        tx_done = 1'b0;
    assign FPGA_TXD = tx_line;
    reg [15:0] rx_cnt;
    reg [2:0]  rx_bit;
    reg [7:0]  rx_byte;
    reg        rx_dv;
    reg [2:0]  rx_state;
    reg r1, r2;
    wire rx_sync;
    always @(posedge i_Clock) begin r1 <= FPGA_RXD; r2 <= r1; end
    assign rx_sync = r2;
    localparam RX_IDLE  = 3'd0,
               RX_START = 3'd1,
               RX_DATA  = 3'd2,
               RX_STOP  = 3'd3;
    always @(posedge i_Clock) begin
        if (i_Rst) begin
            rx_state <= RX_IDLE;
            rx_cnt   <= 0;
            rx_bit   <= 0;
            rx_byte  <= 8'd0;
            rx_dv    <= 1'b0;
        end else begin
            rx_dv <= 1'b0;
            case (rx_state)
                RX_IDLE: if (!rx_sync) begin rx_state <= RX_START; rx_cnt <= 0; end
                RX_START: begin
                    if (rx_cnt == (CLKS_PER_BIT/2)) begin
                        if (!rx_sync) begin
                            rx_state <= RX_DATA;
                            rx_bit <= 0;
                        end else begin
                            rx_state <= RX_IDLE;
                        end
                        rx_cnt <= 0;
                    end else rx_cnt <= rx_cnt + 1;
                end
                RX_DATA: begin
                    if (rx_cnt < CLKS_PER_BIT-1) rx_cnt <= rx_cnt + 1;
                    else begin
                        rx_cnt <= 0;
                        rx_byte[rx_bit] <= rx_sync;
                        if (rx_bit < 7) rx_bit <= rx_bit + 1;
                        else rx_state <= RX_STOP;
                    end
                end
                RX_STOP: begin
                    if (rx_cnt < CLKS_PER_BIT-1) rx_cnt <= rx_cnt + 1;
                    else begin
                        rx_cnt <= 0;
                        rx_state <= RX_IDLE;
                        rx_dv <= 1'b1;  
                    end
                end
            endcase
        end
    end
    reg [23:0] cmd_buf;  
    wire [23:0] next_cmd = {cmd_buf[15:0], rx_byte};
    always @(posedge i_Clock) begin
        if (i_Rst) begin
            o_LEDs  <= 8'b0;
            cmd_buf <= 24'b0;
            tx_line <= 1'b1;
            tx_busy <= 1'b0;
            tx_done <= 1'b0;
            tx_cnt  <= 0;
            tx_bit  <= 0;
            tx_shift<= 10'b1111111111;
        end else begin
            tx_done <= 1'b0;
            if (rx_dv) begin
                if ((next_cmd[23:8] == {8'h4F, 8'h4E}) && (next_cmd[7:0] >= "1") && (next_cmd[7:0] <= "8")) begin
                    integer idx;
                    idx = next_cmd[7:0] - "1";
                    o_LEDs[idx] <= 1'b1;
                    cmd_buf <= 24'b0;
                end
                else if ((next_cmd[23:8] == {8'h4F, 8'h46}) && (next_cmd[7:0] >= "1") && (next_cmd[7:0] <= "8")) begin
                    integer idx;
                    idx = next_cmd[7:0] - "1";
                    o_LEDs[idx] <= 1'b0;
                    cmd_buf <= 24'b0;
                end
                else if (next_cmd[23:8] == {8'h53,8'h54}) begin
                    cmd_buf <= next_cmd;
                end
                else begin
                    cmd_buf <= next_cmd;
                end
            end
        end
    end
endmodule
==> design/flow/run.sh <==
#!/bin/bash
# OpenROAD 26Q1-2900-gdf79404cd8, Yosys 0.63+post, stock flow scripts
make -C /OpenROAD-flow-scripts/flow DESIGN_CONFIG=/design/flow/config.mk WORK_HOME=/design/flow/orfs finish
==> design/flow/config.mk <==
export PLATFORM = sky130hd
export DESIGN_NAME = uart_led_sensor_top
export DESIGN_NICKNAME = uart_led_sensor_top
export VERILOG_FILES = /design/flow/design.v
export SDC_FILE = /design/flow/constraint.sdc
export NUM_CORES = 4
export LEC_CHECK = 1
export CORE_UTILIZATION = 30
==> design/flow/constraint.sdc <==
current_design uart_led_sensor_top

set clk_period 3.5
set clk_io_pct 0.2

create_clock -name clk0 -period $clk_period [get_ports {i_Clock}]

set non_clock_inputs [all_inputs -no_clocks]
set_input_delay [expr $clk_period * $clk_io_pct] -clock clk0 $non_clock_inputs
set_output_delay [expr $clk_period * $clk_io_pct] -clock clk0 [all_outputs]
==> impl_metrics.yaml <==
# generated from flow reports
hold_path:
  hp-start: "r1"
  hp-class: "reg -> reg"
  holdPathStages: 0
  min_to: "r2"
synth:
  yosysWarnings: 1
  numSynthFlops: 58
  syn_area_mm2: 0.00333
  ys_cells: 393
  ys_seq_share_pct: 34.8
  yosys-stat-area_mm2: 0.00333
  synthFlopType: "dfxtp_1"
  edf_count: 0
  area_leaders: "dfxtp_1, mux2i_1, ha_1, nor2_1, xnor2_1"
  postSynthCellCount: 393
  syn_avg_cell_area_um2: 8.48
  synth_cell_types: 57
  top_area_cell: "dfxtp_1"
  top_cell_area_share_pct: 34.8
  async_reset_ff_share_pct: 0
floorplan:
  fp_util_pct: 30.8
  num_io_pins: 12
  std_cell_rows: 38
  die_h_um: 107
  die_w_um: 107
  core_area_mm2: 0.0108
  dieArea_mm2: 0.0115
timing:
  relSlewSlack_pct: 57.5
  hold_viol_final: 0
  finClkSkew_ns: 0.00793
  finalSetupViolCount: 0
  fin_crit_sh_pct: 95.5
  fin_crit_ns: 3.34
  worstMarginPinSlew_ns: 0.635
  fmax_mhz: 299
  slew_viol_final: 0
global_routing:
  grt_antenna_before_repair: 0
  grt_overflow: 0
  grt_pass1_vias: 2647
  grtUsageTotal_pct: 12.9
  grt_start_max_net_pins: 38
  grt_pass1_wl_um: 12100
routing:
  drtIter0Drc: 112
  vias: 2766
  remaining_drc_errors: 0
  drt-pass1-iter-count: 4
  antennaDiodeCount: 0
  drt-total-wl_um: 6780
  wl_per_cell_um: 12.4
  viasPerCell: 5.06
  ant_nets: 0
cts:
  cts_made_buffers: 9
  clk_path_buf_depth: 2
  clock_latency_ns: 0.33
  hold_buffers: 0
  cts-root-buf: "clkbuf_8"
  clock_sinks: 58
  clk_pin_slew_ns: 0.06
  htreeDepth: 3
  cts_tree: "built"
worst_setup_path:
  cp_num_buf_inv: 1
  cp_top_family: "simple AND/OR/NAND/NOR gates"
  worst_path_most_repeated_cell: "nor4b_2"
  worstPathMaxFanout: 7
  r2r-start: "rx_byte[0]"
  arrival_ns: 3.59
  crit_slowest_cell: "or4_4"
  cp.required_ns: 3.75
  slowest_delay_ns: 0.53
  worstSetupEndpointType: "register"
  cp-start-kind: "register"
  crit_cells: 13
  worstPathCellList: "or4_4 > buf_4 > xnor2_1 > nand3_1 > o31ai_4 > o2111ai_1 > ha_1 > nor4b_2 > nand4_1 > a21oi_2 > o2111a_2 > nor4b_2 > mux2i_1"
  crit_type: "reg -> reg"
  reg2reg_depth: 13
  rrSetupSlack_ns: 0.16
placement:
  hpwl_um: 4810
  place_area_mm2: 0.00359
  io_buffers: 10
  place_congestion: 0.887
cells_and_area:
  final_layout_size_suffix_gt1_share_pct: 10.3
  syn2layout_area_growth_pct: 15.4
  finish.utilization_pct: 35.5
  stdcell_area_mm2: 0.00385
  nFillCells: 1092
run:
  maxCapViolCount: 0
  warnings: 32
status:
  status: "finished, final reports clean"
pwr:
  p_leak_nw: 1.30
  peakVddDrop_mv: 0.238
  power_density_mw_per_mm2: 331
report_power, final:
group | leakage (nW) | internal, W | switching, W | total, W
clock | 0.0965 | 0.000313 | 0.000246 | 0.000560
combinational | 0.737 | 0.0000151 | 0.0000267 | 0.0000418
sequential | 0.469 | 0.000665 | 0.00000693 | 0.000672
synthesized netlist by cell type, drive strengths merged (8+ instances only):
master and n:
a21oi 12, clkbuf 18, dfxtp 58, ha 18, inv 17, mux2i 26
nand2 23, nand2b 8, nand3 17, nand4 12, nor2 55, o21ai 10
xnor2 13
routing by layer:
metal	wire, um	share of wire (%)	track usage, %
met5	0	0	0
met4	86	1.3	1.66
met3	219	3.2	2.35
met2	3070	45	21.1
met1	3400	50	18.7
worst max path at each step:
stage	from	end
4_1_cts	rx_byte[0]	register
5_1_grt	rx_byte[0]	register
6_report	rx_byte[0]	register
stage by stage:
step | setup WS (ns) | total power, W | setup TNS [ns] | instances | hold slack (ns)
floorplan | 0.0429 | 0.000717 | 0 | 393 | 0.310
global placement | 0.136 | 0.000728 | 0 | 531 | 0.313
detailed placement | -0.0221 | 0.000728 | -0.0221 | 531 | 0.312
CTS | 0.0305 | 0.00129 | 0 | 547 | 0.328
global route | -0.0571 | 0.00133 | -0.128 | 547 | 0.353
finish | 0.158 | 0.00127 | 0 | 547 | 0.328
what timing repair did:
action | CTS | global route
gates resized | 1 | 14
setup buffers | 0 | 0
pin swaps | 0 | 2
endpoints found under the setup margin | 2 | 7
area by class of cell:
type / instances / area, um2 / area share [%]
Timing Repair Buffer: 22 / 190 / 4.94
Clock inverter: 2 / 10.0 / 0.260
Multi-Input combinational cell: 293 / 2070 / 53.8
Tap cell: 140 / 175 / 4.55
Inverter: 18 / 67.6 / 1.76
Sequential cell: 58 / 1160 / 30.2
Clock buffer: 14 / 173 / 4.49
cells by family after synthesis:
family | share of synthesized area [%]
adders and majority gates | 6.75
buffers and inverters | 5.37
xor gates and xnor gates | 5.25
other | 0.112
and+or+nand+nor | 28.3
muxes | 8.48
AOI/OAI and AO/OA | 10.9
DFF | 34.8
placed cells by master (no fill, tap or decap), types with 8 or more instances in the layout:
master	count
xnor2_1	13
a21oi_1	10
dfxtp_1	58
nand3_1	16
inv_1	17
buf_4	12
nand4_1	12
clkdlybuf4s50_1	10
nor2_1	55
o21ai_0	9
ha_1	17
nand2_1	23
nand2b_1	8
clkbuf_8	12
mux2i_1	26
No activity file was given, so power comes from the tool's default toggle rates.
